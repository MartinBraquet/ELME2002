==> ./design.v <==
module UART_Dynamixel (
	input				clk,
	input 			reset,
	input				write_en,
	input				read_en,
	input  reg[2:0]	rw_ad,
	input  reg[31:0]	write_data,
	output reg[31:0]	read_data,
	input				RXD,
	output			TXD, 
	output 			UART_DIR,
	output			debug
);
logic 			baud_clk, TXD_done, RXD_enable, RXD_done;
logic [31:0] 	TXD_data_1, TXD_data_2, RXD_data_1, RXD_data_2;
logic communication_fail, start_RX;
reg TXD_enable_prev, TXD_enable, start_communication;
always_ff @(posedge clk)	begin
	if 	  ((read_en) & (rw_ad == 3'b100)) read_data	<= {31'b0, TXD_done};
	if ((write_en) & (rw_ad == 3'b100)) TXD_enable			<= write_data[0];
	else if ((write_en) & (rw_ad == 3'b101)) TXD_data_1 			<= write_data;
	else if ((write_en) & (rw_ad == 3'b110)) TXD_data_2 			<= write_data;
	else if ((read_en) & (rw_ad == 3'b001)) read_data 	<= RXD_data_1;
	else if ((read_en) & (rw_ad == 3'b010)) read_data 	<= RXD_data_2;
	else if ((read_en) & (rw_ad == 3'b000)) read_data 	<= {30'b0, communication_fail, RXD_done};
end
Baudrate_Generator baudgen(clk, reset, baud_clk);
UART_Dynamixel_TXD txd(clk, baud_clk, reset, start_RX, TXD_data_1, TXD_data_2, TXD, UART_DIR, TXD_done);
UART_Dynamixel_RXD rxd(baud_clk, reset, start_RX, RXD, RXD_done, communication_fail, RXD_data_1, RXD_data_2);
assign debug = start_communication;
always @(posedge TXD_enable)	
	start_communication <= 1'b1;
always @(posedge baud_clk, posedge reset)
	if(reset) TXD_enable_prev <= 1'b0;
	else TXD_enable_prev <= TXD_enable;
assign start_RX = ~TXD_enable_prev && TXD_enable;
endmodule 
module UART_Dynamixel_TXD(
	input logic 			clk, baud_clk, reset, start_communication,
	input logic [31:0] 	data1, data2,
	output logic 			TXD, UART_DIR,
	output reg packet_sent
);
typedef enum logic [2:0] {Wait,Init,Prepare, Transmit,Sent, End} statetype;
statetype	state, nextstate;
logic [7:0] length, id, instr, checksum, P0, P1, P2;
reg [63:0] frame;
reg [9:0] byte_cnt;
reg [7:0] byte2send;
logic byte_ready;
reg [9:0] cnt_prep;
always_comb
	begin
		id = data1[7:0];
		length = data1[15:8];
		instr = data1[23:16];
		checksum = data1[31:24];
		P0 = data2[7:0];
		P1	= data2[15:8];
		P2	= data2[23:16];
	end
always_ff @(posedge clk, posedge reset) begin
	if(reset) state <= Wait;
	else		 state <= nextstate;
end
logic byte_sent;	
always_comb
	case(state)
	Wait: if(start_communication) nextstate = Init;
			else nextstate = Wait;
	Init: nextstate = Prepare;
	Prepare: if(byte_cnt > 8'd3 + length) nextstate = End;
		else nextstate = Transmit;
	Transmit: if(byte_sent) nextstate = Sent;
			else nextstate = Transmit;
	Sent: nextstate = Prepare;
	End:	nextstate = Wait;
	default: nextstate = Wait;
	endcase
always_ff @(posedge clk, posedge reset)
	begin
		if(reset) begin
			byte_cnt <= 10'd0;
			byte2send <= 8'b0;
			end
		else
			if(state == Init)
				frame <= {P2, P1, P0, instr, length, id, 8'hFF, 8'hFF}; 
			else if(state == Prepare)
				begin
				if (byte_cnt == 8'd3 + length) byte2send <= checksum; 
				else byte2send <= frame[7:0];
				end
			else if(state == Sent)
				begin
				frame <= frame >> 8;
				byte_cnt <= byte_cnt + 10'd1;
				end
			else if(state == End)
				byte_cnt <= 10'd0;
	end
assign byte_ready = state == Transmit;
assign UART_DIR = ~(state == Wait);
always_ff @(posedge clk, posedge reset)
	if(reset) packet_sent <= 1'b0;
	else if (state == End) packet_sent <= 1'b1;
UART_TX_BYTE ubyte(clk, baud_clk, reset, byte_ready, byte2send, byte_sent, TXD);
endmodule
module UART_TX_BYTE(input clk, input baud_clk, reset, TxD_start,
		    input [7:0] TxD_data,
		    output byte_sent, TxD);
typedef enum logic [2:0] {idle, init, transmit, sent} statetype;
statetype	state;
reg [3:0] cnt;
reg [7:0] buffer;
always @(posedge clk)
case(state)
  idle: if(TxD_start) state <= init;
  init: if(baud_clk) state <= transmit;
  transmit: if(cnt == 10'd10) state <= sent;
  sent: state <= idle;
  default: state <= idle;
endcase
always_ff @(posedge clk, posedge reset)
if(reset) buffer <= 8'b0;
else if(state == init) buffer <= TxD_data;
always_ff @(posedge baud_clk, posedge reset)
	if(reset) cnt <= 4'b0;
	else if(state == transmit) cnt <= cnt +4'b1;
	else if(cnt == 10'd10) cnt <= 4'b0;
logic out;
always_comb
case(cnt)
  0: out = 1'b0;  
  1: out = buffer[0];
  2: out = buffer[1];
  3: out = buffer[2];
  4: out = buffer[3];
  5: out = buffer[4];
  6: out = buffer[5];
  7: out = buffer[6];
  8: out = buffer[7];
  9: out = 1'b1;  
  default out = 1'b1;
endcase
assign TxD = (state != transmit) | ((state == transmit) & out);
assign byte_sent = (state == sent);
endmodule
module UART_Dynamixel_RXD (
	input logic					clk, reset, start_communication, RXD,
	output logic				data_ready, fail_reg,
	output logic [31:0] 		data1, data2
);
typedef enum logic [2:0] {S0,S1,S2,S3} statetype;
statetype	state, nextstate;
logic 		RXD_prev, start, start_byte, end_of_packet, communication_fail;
logic[3:0] 	cnt_byte, cnt_bits;
logic[7:0] 	data, ID, Length, Error, P1, P2, Checksum, cnt_fail;
logic[11:0] RXD_reg;
assign start_byte = (~RXD) && RXD_prev && ((cnt_bits > 4'd7) || (cnt_byte==4'b0));
assign start = (cnt_byte == 4'd3);
assign end_of_packet	= (RXD_reg == 12'hFFF);
assign communication_fail = cnt_fail > 8'd200;
always_ff @(posedge clk, posedge reset) begin
	if(reset) state <= S0;
	else if(communication_fail) state <= S0;
	else 		 state <= nextstate;
end
always_ff @(posedge clk) begin
	if(communication_fail) 	fail_reg <= 1'b1;
	else if(state == S1) 	fail_reg	<= 1'b0;
end
always_ff @(posedge clk) begin
	RXD_prev <= RXD;
	RXD_reg <= {RXD_reg[10:0],RXD};
end
always_ff @(posedge clk) begin
	if(state == S0) cnt_byte <= 4'b0;
	else if(start_byte)  begin
		cnt_byte <= cnt_byte + 4'b1;
		cnt_bits <= 4'b0;
	end
	else cnt_bits <= cnt_bits + 4'b1;
end
always_comb begin
  case(state)
    S0: if(start_communication) nextstate = S1;  
		  else nextstate = S0;
    S1: if(start) nextstate = S2; 					 
		  else nextstate = S1;
    S2: if(end_of_packet) nextstate = S3; 		 
		  else nextstate = S2;
	 S3: nextstate = S0;									 
    default: nextstate = S0;
  endcase
end
always_ff @(posedge clk) begin
	if(state == S0) begin
		data_ready	<= 1'b1;
		cnt_fail		<= 8'b0;
	end
	else if(state == S1) begin
		cnt_fail		<= cnt_fail + 8'b1;
		data_ready	<= 1'b0;
		data1 		<= 32'b0;
		data2 		<= 32'b0;
		data 			<= {RXD,data[7:1]};
	end
	else if(state == S2) begin
		data 	<= {RXD,data[7:1]};
	end
	else if(state == S3) begin
		data1 		<= {Checksum, Error, Length, ID};
		data2 		<= {P2,P1};
	end
end
always_ff @(posedge clk) begin
	if(state == S1) begin
		ID 			<= 8'b0;
		Length 		<= 8'b0;
		Error 		<= 8'b0;
		P1 			<= 8'b0;
		P2 			<= 8'b0;
		Checksum 	<= 8'b0;
	end
	else if(cnt_bits == 4'd8) begin
		if(cnt_byte == 4'd3) ID 		 <= data;
		else if(cnt_byte == 4'd4) Length 	 <= data;
		else if(cnt_byte == 4'd5) Error 	 <= data;
		else if(cnt_byte == 4'd6) begin
			if(Length == 8'd2) Checksum <= data;
			else					 P1 <= data;
		end
		else if(cnt_byte == 4'd7) begin
			if(Length == 8'd3) Checksum <= data;
			else				    P2 <= data;
		end
		else if((cnt_byte == 4'd8) && (Length == 8'd4)) Checksum <= data;	
	end
end
endmodule
module Baudrate_Generator(input clk, input reset, output baud_clk);
reg[9:0] cnt;
always @(posedge clk or posedge reset) begin
	if (reset) cnt <= 10'b0;
	else begin
		cnt <= cnt + 10'b1;
		if(cnt == 10'd875) begin				
			cnt <= 10'b0;
		end
	end 
end
assign baud_clk = cnt == 10'd0;
endmodule 
==> ./run.sh <==
#!/bin/bash
# OpenROAD 26Q1-2900-gdf79404cd8, Yosys 0.63+post, stock flow scripts
make -C /OpenROAD-flow-scripts/flow DESIGN_CONFIG=/design/flow/config.mk WORK_HOME=/design/flow/orfs finish
==> ./config.mk <==
export PLATFORM = sky130hd
export DESIGN_NAME = UART_Dynamixel
export DESIGN_NICKNAME = UART_Dynamixel
export VERILOG_FILES = /design/flow/design.v
export SDC_FILE = /design/flow/constraint.sdc
export NUM_CORES = 4
export LEC_CHECK = 1
export CORE_UTILIZATION = 50
==> ./constraint.sdc <==
current_design UART_Dynamixel

set clk_period 17.6
set clk_io_pct 0.2

create_clock -name clk0 -period $clk_period [get_ports {clk}]

set non_clock_inputs [all_inputs -no_clocks]
set_input_delay [expr $clk_period * $clk_io_pct] -clock clk0 $non_clock_inputs
set_output_delay [expr $clk_period * $clk_io_pct] -clock clk0 [all_outputs]
==> reports/summary.txt <==
Crit path kind -> in2reg
M1 GR Usage -> 36.6%
FMAX -> 179 MHz
DRC viols -> 0
Slew headroom -> 47.6%
Htree depth -> 4
Final slew viol count -> 0
Share of cells above drive strength 1 -> 12.2%
CTS root buf -> clkbuf_16
Kind of end point of the critical path -> flop
Fraction of synthesized area in multiplexers -> 6.84%
Post-Syn Area per Cell -> 13.3 um^2
Endpoints left unconstrained -> 203
Worst-Margin Slew -> 0.785 ns
Via count -> 7,217
Core Util, Final -> 57.5%
Wire per inst -> 16.0 um
Critical Path Fanout Max -> 55
Met2 GRT Util -> 25.3%
Count of hold-fix buffers inserted at cts -> 0
P&R area growth vs syn -> 13.2%
Placed inst area -> 0.0143 mm^2
Outcome -> finished clean
CP max stage delay -> 0.62 ns
ANT cells -> 0
Bufs and invs on worst path -> 4
Final Wtd Congestion -> 0.804
Antenna violations before repair -> 0
CTS tree -> yes
Yosys simple share -> 11.6%
Worst-path clk slew -> 0.08 ns
Synthesis Warnings -> 5
First-pass GRT wire length -> 37,100 um
Final Hold Violation Tally -> 0
Worst clock skew -> 0.0134 ns
DP Wirelength -> 14,600 um
Drt initial violations -> 552
Power Dens Cells -> 62.5 mW/mm^2
Pin count of the biggest net entering global routing -> 85
Detailed Routing Iterations Pass 1 -> 6
HP Class -> reg2reg
RSZ-0062 raised after global routing -> no
Ys async rst share -> 15.2%
Ao+oa area frac -> 6.57%
Insertion Delay late pin -> 0.43 ns
Total GRT Usage -> 19.1%
Worst Hold Margin -> 0.482 ns
Post-CTS sizing -> 0
Core area -> 0.0260 mm^2
Detail Route Antenna Nets -> 0
Max rail drop VDD -> 0.0000635 V
Grt total ovfl -> 0
Final setup fails -> 0
Dominant kind of combinational cell -> simple AND/OR/NAND/NOR gates
Finished Cell Area -> 0.0149 mm^2
Number of port buffers -> 73
Arr. time, crit path -> 5.65 ns
Tmin final -> 5.59 ns
Part of the cycle the worst path needs -> 31.8%
Number of global-route vias before repair -> 6,944
Top reg by flops -> txd.frame
Synth unique cells -> 64
Largest register FFs -> 64
Post-synth top flop -> edfxtp_1
Top cell by count, worst path -> buf_4
TNS Setup -> 0 ns
Clock buffer depth -> 2
Grt peak-use layer -> met1
I/O pin total -> 75
Critical path's slowest cell -> buf_4
Total CTS buffers -> 17
Max Cap Violations -> 0
CP cell instances -> clkdlybuf4s50_1 -> inv_2 -> buf_4 -> and3_2 -> buf_4
M3 GR Usage -> 5.12%
Post-synth EDFFs -> 183
Fp_density -> 50.8%
Die H -> 164 um
OpenROAD warnings -> 38
Adder Area Share -> 2.84%
Most numerous logic cell after layout -> edfxtp_1
FF+latch count, synth -> 341
Register pins left without a clock -> 143
Die area -> 0.0270 mm^2
Top cells excl fill/tap -> edfxtp_1 (183), dfxtp_1 (106), nor2_1 (73), clkdlybuf4s50_1 (73), nand2_1 (62)
Die X -> 164 um
Synth Instances -> 993
Pwr Total -> 933 uW
Post-CTS setup buffer count -> 0
Xor/xnor share -> 1.92%
Static Leakage -> 6.19 nW
Startpoint types -> primary input
Row cnt -> 59
DR vias/cell -> 5.14
Routed WL -> 22,500 um
Yosys stat chip area -> 0.0132 mm^2
Yosys Instances -> 993
Synth Cell Area -> 0.0132 mm^2
CP top delay family -> buffers and inverters
Critical Path RT -> 17.66 ns
Synth Seq Share -> 67.6%
-- power breakdown --
part / internal [mW] / total (mW) / leakage (nW) / switching [mW]
clock: 0.210 / 0.412 / 0.309 / 0.202
combinational: 0.0114 / 0.0238 / 2.39 / 0.0124
sequential: 0.495 / 0.497 / 3.49 / 0.00187
total: 0.717 / 0.933 / 6.19 / 0.216
-- through the flow --
step                      cells  worst slack [ns]
final                      1405             12.01
after global routing       1405             11.77
after CTS                  1405             11.94
after detailed placement   1373             11.48
after global placement     1373             11.50
after floorplan             993             10.82
-- kinds of logic (layout without fill, tap and decap cells) --
kind of cell | Yosys count | count (layout)
buf+inv | 86 | 163
fa+ha+maj | 30 | 30
other cells | 1 | 1
xor+xnor | 29 | 29
mux | 84 | 84
flops | 341 | 341
compound gates | 128 | 128
simple gates | 294 | 294
-- worst paths after layout --
check                           depth (start not counted)  slack [ns]                   start                        to
worst max-delay path                                    5       12.01                   reset   txd.frame[32]$_DFFE_PP_
worst min-delay path                                    1        0.48   read_data[24]$_DFF_P_     read_data[24]$_DFF_P_
worst max register to register                          4       15.02  txd.state[3]$_DFF_PP0_   txd.frame[32]$_DFFE_PP_
worst min register to register                          1        0.48   read_data[24]$_DFF_P_     read_data[24]$_DFF_P_
max in group asynchronous                               3       13.55                   reset    txd.state[3]$_DFF_PP0_
min in group asynchronous                               3        3.59                   reset  baudgen.cnt[5]$_DFF_PP0_
-- per-layer routing --
metal	wire (um)	vias to the layer above
li1	-	3662
met1	12000	3410
met2	9160	137
met3	1190	8
met4	110	0
met5	0	-
-- cell usage after synthesis, types with 16 or more instances --
cell / n / share of area (%)
edfxtp_1: 183 / 42
dfxtp_1: 106 / 16
nor2_1: 76 / 2.2
nand2_1: 62 / 1.8
nor2b_1: 54 / 2.6
dfrtp_1: 50 / 9.5
mux2_2: 49 / 4.2
o21ai_0: 49 / 1.9
inv_1: 46 / 1.3
mux2i_1: 35 / 2.7
ha_1: 30 / 2.8
clkbuf_1: 27 / 0.77
or2_2: 18 / 0.85
a22o_1: 17 / 1.1
xor2_1: 16 / 1.1
-- worst reg2reg max path, stage by stage (launching register included) --
cell and delay (ns):
dfrtp_2 0.37, buf_4 0.61, or2_2 0.25, and3_2 0.32, buf_4 0.62
-- cell type report --
| type | count | area [um^2] |
|---|---|---|
| clock buffers | 17 | 425 |
| clock inverters | 15 | 213 |
| fillers | 2083 | 11100 |
| inverters | 46 | 174 |
| multi-input cells | 566 | 3960 |
| flip-flops and latches | 341 | 8920 |
| well taps | 335 | 419 |
| repair buffers | 85 | 821 |
No activity file was given, so power comes from the tool's default toggle rates.
