**design/flow/design.v**
```verilog
module DE0_NANO(
	CLOCK_50,
	LED,
	KEY,
	SW,
	DRAM_ADDR,
	DRAM_BA,
	DRAM_CAS_N,
	DRAM_CKE,
	DRAM_CLK,
	DRAM_CS_N,
	DRAM_DQ,
	DRAM_DQM,
	DRAM_RAS_N,
	DRAM_WE_N,
	EPCS_ASDO,
	EPCS_DATA0,
	EPCS_DCLK,
	EPCS_NCSO,
	G_SENSOR_CS_N,
	G_SENSOR_INT,
	I2C_SCLK,
	I2C_SDAT,
	ADC_CS_N,
	ADC_SADDR,
	ADC_SCLK,
	ADC_SDAT,
	GPIO_2,
	GPIO_2_IN,
	GPIO_0_PI,
	GPIO_0_PI_IN,
	GPIO_1,
	GPIO_1_IN 
);
input 		          		CLOCK_50;
output		     [7:0]		LED;
input 		     [1:0]		KEY;
input 		     [3:0]		SW;
output		    [12:0]		DRAM_ADDR;
output		     [1:0]		DRAM_BA;
output		          		DRAM_CAS_N;
output		          		DRAM_CKE;
output		          		DRAM_CLK;
output		          		DRAM_CS_N;
inout 		    [15:0]		DRAM_DQ;
output		     [1:0]		DRAM_DQM;
output		          		DRAM_RAS_N;
output		          		DRAM_WE_N;
output		          		EPCS_ASDO;
input 		          		EPCS_DATA0;
output		          		EPCS_DCLK;
output		          		EPCS_NCSO;
output		          		G_SENSOR_CS_N;
input 		          		G_SENSOR_INT;
output		          		I2C_SCLK;
inout 		          		I2C_SDAT;
output		          		ADC_CS_N;
output		          		ADC_SADDR;
output		          		ADC_SCLK;
input 		          		ADC_SDAT;
inout 		    [12:0]		GPIO_2;
input 		     [2:0]		GPIO_2_IN;
inout 		    [33:0]		GPIO_0_PI;
input 		     [1:0]		GPIO_0_PI_IN;
inout 		    [33:0]		GPIO_1;
input 		     [1:0]		GPIO_1_IN;
assign reset = GPIO_0_PI[0];
logic	spi_clk, spi_cs, spi_mosi, spi_miso;
logic MemWriteM;
logic [31:0] DataAdrM, WriteDataM;
logic signalrasp;
spi_slave spi_slave_instance(
	.SPI_CLK    (spi_clk),
	.SPI_CS     (spi_cs),
	.SPI_MOSI   (spi_mosi),
	.SPI_MISO   (spi_miso),
	.Data_WE    (cs_spi),
	.Data_Addr  (DataAdrM),
	.Data_Write (WriteDataM),
	.Data_Read  (ReadDataM),
	.Clk        (clk)
);
assign spi_clk  		= GPIO_0_PI[11];	 
assign spi_cs   		= GPIO_0_PI[9];	 
assign spi_mosi     	= GPIO_0_PI[15];	 
assign GPIO_0_PI[13] = spi_cs ? 1'bz : spi_miso;   
logic reset_enc_LEFT_WHEEL_SPI;
logic reset_enc_RIGHT_WHEEL_SPI;
logic resetUltrasonicSPI;
logic resetPneumaticSPI;
logic [31:0] commandPneumaticSPI;
logic start_RPI;
assign GPIO_1[0] = 0;
assign start_RPI = GPIO_1_IN[0];
assign GPIO_1[32] = 1;
logic RPi_UART_TX, RPi_UART_RX, RPi_UART_DIR;
assign RPi_UART_TX 	= GPIO_0_PI[28];
assign GPIO_1[6] = RPi_UART_TX;
assign RPi_UART_RX 	= GPIO_1[4];
assign GPIO_0_PI[26] 	= RPi_UART_RX;
assign RPi_UART_DIR 	= GPIO_0_PI[21];
assign GPIO_1[2] 	= RPi_UART_DIR;
logic valve1, valve2, piston1, piston2, piston3; 
logic resetPneumatic;
assign GPIO_1[14] = commandPneumaticSPI[0];  
assign GPIO_1[16] = commandPneumaticSPI[1];  
assign GPIO_1[18] = commandPneumaticSPI[2];  
assign GPIO_1[20] = commandPneumaticSPI[3];  
assign GPIO_1[22] = commandPneumaticSPI[4];  
assign GPIO_1[1] = commandPneumaticSPI[0];  
assign GPIO_1[3] = commandPneumaticSPI[1];  
assign GPIO_1[13] = commandPneumaticSPI[2];  
assign GPIO_1[15] = commandPneumaticSPI[3];  
assign GPIO_1[17] = commandPneumaticSPI[4];  
logic [31:0]	enc_counter_LEFT_WHEEL_M, enc_counter_RIGHT_WHEEL_M,enc_counter_LEFT_WHEEL_O, enc_counter_RIGHT_WHEEL_O;
logic 			reset_enc_LEFT_WHEEL, reset_enc_RIGHT_WHEEL;
logic 			RaE, RbE, LaE, LbE, RaO, Rbo, LaO, LbO;
assign LaE = GPIO_1[27];
assign LbE = GPIO_1[25];
assign RaE = GPIO_1[21];
assign RbE = GPIO_1[19];
assign LaO = GPIO_1[33];
assign LbO = GPIO_1[31];
assign RaO = GPIO_1[28];
assign RbO = GPIO_1[26];
quadrature_decoder encoder_decoderLEFT_WHEEL_M(CLOCK_50, reset_enc_LEFT_WHEEL, LaE, LbE, enc_counter_LEFT_WHEEL_M);
quadrature_decoder encoder_decoderRIGHT_WHEEL_M(CLOCK_50, reset_enc_RIGHT_WHEEL, RaE, RbE, enc_counter_RIGHT_WHEEL_M);
quadrature_decoder encoder_decoderRIGHT_WHEEL_O(CLOCK_50, reset_enc_RIGHT_WHEEL, RaO, RbO, enc_counter_RIGHT_WHEEL_O);
quadrature_decoder encoder_decoderLEFT_WHEEL_O(CLOCK_50, reset_enc_LEFT_WHEEL, LaO, LbO, enc_counter_LEFT_WHEEL_O);
logic [31:0]	speed_LEFT_WHEEL_M, speed_RIGHT_WHEEL_M,speed_LEFT_WHEEL_O, speed_RIGHT_WHEEL_O;
logic 			reset_speed_LEFT_WHEEL, reset_speed_RIGHT_WHEEL;
rotation_speed rotation_speedRIGHT_WHEEL_M(CLOCK_50, reset_speed_RIGHT_WHEEL, enc_counter_RIGHT_WHEEL_M, speed_RIGHT_WHEEL_M);
rotation_speed rotation_speedLEFT_WHEEL_M(CLOCK_50, reset_speed_LEFT_WHEEL, enc_counter_LEFT_WHEEL_M, speed_LEFT_WHEEL_M);
rotation_speed rotation_speedRIGHT_WHEEL_O(CLOCK_50, reset_speed_RIGHT_WHEEL, enc_counter_RIGHT_WHEEL_O, speed_RIGHT_WHEEL_O);
rotation_speed rotation_speedLEFT_WHEEL_O(CLOCK_50, reset_speed_LEFT_WHEEL, enc_counter_LEFT_WHEEL_O, speed_LEFT_WHEEL_O);
logic clk, reset;
logic [31:0] ReadDataM;
logic [7:0] led_reg;
assign clk = CLOCK_50;
assign MemWriteM = 1'b1; 
assign cs_spi    = 1'b1;  
assign DataAdrM = {26'd0, registerCount, 2'd0}; 
logic [3:0] registerCount;
counter SpiCounter(clk, reset, registerCount); 
always_comb
	case (registerCount) 
		4'd0:  WriteDataM = enc_counter_LEFT_WHEEL_M; 	 
		4'd1:  WriteDataM = enc_counter_RIGHT_WHEEL_M;	 
		4'd2:  WriteDataM = enc_counter_LEFT_WHEEL_O;	
		4'd3:  WriteDataM = enc_counter_RIGHT_WHEEL_O;
		4'd4:  WriteDataM = speed_LEFT_WHEEL_M;
		4'd5:  WriteDataM = speed_RIGHT_WHEEL_M;
		4'd6:	 WriteDataM = speed_LEFT_WHEEL_O;
		4'd7:  WriteDataM = speed_RIGHT_WHEEL_O;
		4'd8:  WriteDataM = {31'd0, start_RPI};
		default: WriteDataM = 32'h00000000;
	endcase
always_ff @(posedge clk)
	case (registerCount)
		4'd0:  reset_enc_LEFT_WHEEL_SPI = ReadDataM[0];  
		4'd1:  reset_enc_RIGHT_WHEEL_SPI = ReadDataM[0];  
		4'd3:  resetPneumaticSPI = ReadDataM[0] ;
		4'd4:  commandPneumaticSPI = ReadDataM;
	endcase	
always_ff @ (posedge clk, posedge reset) 
	if (reset)
		begin  
			LED = 8'hff;
			reset_enc_LEFT_WHEEL = 1'b1;
			reset_enc_RIGHT_WHEEL = 1'b1;
			reset_speed_LEFT_WHEEL = 1'b1;
			reset_speed_RIGHT_WHEEL = 1'b1;
			resetPneumatic = 1'b1;
		end		
	else
		begin 
			LED = led_reg;
			reset_enc_LEFT_WHEEL = reset_enc_LEFT_WHEEL_SPI;
			reset_enc_RIGHT_WHEEL = reset_enc_RIGHT_WHEEL_SPI;
			reset_speed_LEFT_WHEEL = 1'b0;
			reset_speed_RIGHT_WHEEL = 1'b0;
			resetPneumatic = resetPneumaticSPI;
		end
always_ff@(posedge clk)
begin
	led_reg[7:6] = {RaE, RbE};
	led_reg[5:0] = commandPneumaticSPI[5:0];
end
endmodule
module counter(input clk,
					input reset,
					output[3:0] counter);
always_ff @(posedge clk, posedge reset)
	if(reset) 
		counter <= 4'b0;
	else 
		counter <= counter + 1;
endmodule
module spi_slave(
	input  logic 			SPI_CLK,
	input  logic			SPI_CS,
	input  logic 			SPI_MOSI,
	output logic 			SPI_MISO,
	input  logic 			Data_WE,
	input  logic[31:0] 	Data_Addr,
	input  logic[31:0] 	Data_Write,
	output logic[31:0] 	Data_Read,
	input  logic			Clk
);
	logic [39:0] SPI_reg;
	logic [31:0] mosiRAM[15:0];
	logic 		 mosiRAM_we;
	assign Data_Read = mosiRAM[Data_Addr[5:2]]; 
	always_ff @(posedge Clk) begin
		if (mosiRAM_we) mosiRAM[SPI_reg[35:32]] <= SPI_reg[31:0];
	end
	logic [31:0] misoRAM[15:0];
	logic [31:0] misoRAM_read;
	assign misoRAM_read = misoRAM[SPI_reg[3:0]];
	always_ff @(posedge Clk) begin
		if (Data_WE) misoRAM[Data_Addr[5:2]] <= Data_Write;
	end
	logic SPI_CLK_sync;
	logic SPI_CS_sync;
	always_ff @(posedge Clk) begin
		SPI_CLK_sync <= SPI_CLK;
		SPI_CS_sync  <= SPI_CS;
	end
	typedef enum logic [1:0] {S0,S1,S2,S3} statetype;
	statetype state, nextstate;
	logic [5:0] SPI_cnt;
	logic 		SPI_cnt_reset, SPI_cnt_inc;
	logic			SPI_reg_reset, SPI_reg_shift, SPI_reg_load;	
	logic 		MISO_we, MISO_reset;
	always_ff @(posedge Clk) begin
		if (SPI_CS_sync)			state <= S0;
		else 							state <= nextstate;
		if (SPI_cnt_reset) 	 	SPI_cnt <= 6'b0;
		else if (SPI_cnt_inc) 	SPI_cnt <= SPI_cnt + 6'b1;
		if (SPI_reg_reset) 		SPI_reg <= 40'b0;
		else if (SPI_reg_shift)	SPI_reg <= {SPI_reg[38:0], SPI_MOSI};
		else if (SPI_reg_load)	SPI_reg <= {misoRAM_read, SPI_reg[7:0]};
		if (MISO_reset) 			SPI_MISO <= 0;
		else if (SPI_reg_load)	SPI_MISO <= misoRAM_read[31];
		else if (MISO_we)			SPI_MISO <= SPI_reg[39];
	end
	always_comb begin
		nextstate = state;
		SPI_cnt_reset = 0; SPI_cnt_inc = 0;
		SPI_reg_reset = 0; SPI_reg_shift = 0; SPI_reg_load = 0;
		MISO_we = 0; MISO_reset = 0;
		mosiRAM_we = 0;
		case (state)
			S0 : if (~SPI_CS_sync) begin 			 
						SPI_cnt_reset = 1;
						SPI_reg_reset = 1;
						MISO_reset    = 1;
						nextstate = S1;
					end
			S1	: if (SPI_CLK_sync) begin			 
						SPI_reg_shift = 1;
						SPI_cnt_inc   = 1;
						nextstate = S2;
					end
			S2 : if (~SPI_CLK_sync) begin			 
						MISO_we = 1;
						if (SPI_cnt == 8) SPI_reg_load = 1;
						if (SPI_cnt == 40) begin
							if (SPI_reg[39] == 1) mosiRAM_we = 1;
							nextstate = S3;
						end
						else nextstate = S1;
					end
			S3 : if (SPI_CS_sync) begin 			 
						nextstate = S0;
					end
		endcase
	end
endmodule
module quadrature_decoder(
	input logic 			clk,
	input logic				reset,
	input logic				channel_A, channel_B,
	output logic [31:0]	counter);
logic [2:0] channel_A_delayed, channel_B_delayed;
always_ff @(posedge clk) channel_A_delayed <= {channel_A_delayed[1:0], channel_A};
always_ff @(posedge clk) channel_B_delayed <= {channel_B_delayed[1:0], channel_B};
logic count_enable, count_direction;
assign count_enable		= channel_A_delayed[1] ^ channel_A_delayed[2] ^ channel_B_delayed[1] ^ channel_B_delayed[2];
assign count_direction	= channel_A_delayed[1] ^ channel_B_delayed[2];
always_ff @ (posedge clk)
	if (reset) counter <= 0;
	else if (count_enable)
		if (count_direction)	counter <= counter + 1; 
		else 						counter <= counter - 1;
endmodule
module rotation_speed(
	input logic 			clk,
	input logic				reset,
	input logic	 [31:0]	angle,
	output logic [31:0]	omega);
logic [31:0] angle_before, angle_after;
logic [19:0] count;
assign omega = angle_after - angle_before;
always_ff @ (posedge clk)
	if (reset) count <= 20'd0;
	else count <= count + 1;
always_ff @ (posedge clk)
	if (count == 20'd0) 
		begin
			angle_after  <= angle;
			angle_before <= angle_after;
		end
endmodule
```
**design/flow/run.sh**
```bash
#!/bin/bash
# OpenROAD 26Q1-2900-gdf79404cd8, Yosys 0.63+post, stock flow scripts
make -C /OpenROAD-flow-scripts/flow DESIGN_CONFIG=/design/flow/config.mk WORK_HOME=/design/flow/orfs finish
```
**design/flow/config.mk**
```make
export PLATFORM = sky130hd
export DESIGN_NAME = DE0_NANO
export DESIGN_NICKNAME = DE0_NANO
export VERILOG_FILES = /design/flow/design.v
export SDC_FILE = /design/flow/constraint.sdc
export NUM_CORES = 4
export LEC_CHECK = 1
export CORE_UTILIZATION = 50
```
**design/flow/constraint.sdc**
```tcl
current_design DE0_NANO

set clk_period 13.8
set clk_io_pct 0.2

create_clock -name clk0 -period $clk_period [get_ports {CLOCK_50}]

set non_clock_inputs [all_inputs -no_clocks]
set_input_delay [expr $clk_period * $clk_io_pct] -clock clk0 $non_clock_inputs
set_output_delay [expr $clk_period * $clk_io_pct] -clock clk0 [all_outputs]
```
==> results.json <==
{
  "fp_util": 0.507,
  "cts_max_path_buffers": 3,
  "failing_step": "clock tree synthesis (4_1_cts)",
  "dp_hpwl_mm": 87.5,
  "dp.cells": 5953,
  "syn-instance-count": 4537,
  "cts_hold_buf": 0,
  "yosys.area.top_type_share": 0.464,
  "async_flop_share": 0.0127,
  "ys_cells": 4537,
  "die_w_um": 338,
  "numPortBuffers": 9,
  "syn_avg_cell_area_um2": 12.4,
  "yosysSeqAreaShare": 0.575,
  "cts_buffers": 121,
  "status": "aborted with a tool error",
  "error": "[error] [KeplerFormal.cpp:679] Workflow failed: Iso has multiple drivers: .GPIO_0_PI13, GPIO_0_PI[13]$_SDFFE_PP0P_.Q0",
  "die_height_um": 338,
  "io-pin-count": 154,
  "cts.sinks": 1182,
  "cts_setup_buffers": 0,
  "ys_chip_area_um2": 56400,
  "ys.flop_type": "edfxtp_1",
  "yosys.area.top_type": "edfxtp_1",
  "area_leaders": "edfxtp_1 46%, dfxtp_1 10%, mux4_2 6.3%",
  "cts.htree.levels": 3,
  "yosysUniqueCellTypes": 84,
  "gp_congestion": 0.934,
  "clockRootBuffer": "clkbuf_16",
  "cts_resized": 0,
  "synth-seq-cells": 1182,
  "yosysWarnings": 43,
  "syn-cell-area_um2": 56400,
  "untimed_endpoints": 82,
  "enable_flop_cells": 872,
  "row_count": 122
}
[cell families after synthesis]
family,count (synthesis),share of synthesized area
buffers and inverters,423,0.0309
muxes,232,0.0769
other,2,0.000133
adders and majority gates,269,0.0607
AOI/OAI and AO/OA,1105,0.126
xor gates and xnor gates,268,0.0416
and+or+nand+nor,1056,0.0879
DFF,1182,0.575
[cell usage after synthesis (24+ instances only)]
library cell	number
or3_1	36
clkbuf_1	141
a221oi_1	24
nand3_1	87
nor2_1	241
mux4_2	158
a21o_1	122
ha_1	261
buf_1	26
mux2_2	33
a22oi_1	78
nor3_1	54
nand2b_1	33
o21a_1	49
o211ai_1	54
dfxtp_1	295
o21ai_0	166
xor2_1	131
mux2i_1	40
a21oi_1	371
xnor2_1	137
inv_1	212
nor4_1	31
nor2b_1	38
buf_4	41
a31oi_1	24
nand4_1	35
and3_1	45
a211oi_1	43
nand2_1	382
edfxtp_1	872
o21bai_1	33
[per-stage QoR]
stage | area [µm²] | hold slack, ns | power (mW) | util | setup WS, ns
2_1_floorplan | 56600 | 0.284 | 6.26 | - | 6.28
3_3_place_gp | 58400 | 0.284 | 6.91 | 0.525 | 8.28
3_5_place_dp | 58400 | 0.286 | 6.92 | 0.525 | 8.28
Power figures rest on the tool's default switching activity, not on a simulated workload.
